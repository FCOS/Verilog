**design/flow/constraint.sdc**
```tcl
current_design gt_eq6

set clk_period 1.9
set clk_io_pct 0.2

create_clock -name clk0 -period $clk_period

set non_clock_inputs [all_inputs -no_clocks]
set_input_delay [expr $clk_period * $clk_io_pct] -clock clk0 $non_clock_inputs
set_output_delay [expr $clk_period * $clk_io_pct] -clock clk0 [all_outputs]
```
**design/flow/config.mk**
```make
export PLATFORM = sky130hd
export DESIGN_NAME = gt_eq6
export DESIGN_NICKNAME = gt_eq6
export VERILOG_FILES = /design/flow/design.v
export SDC_FILE = /design/flow/constraint.sdc
export NUM_CORES = 4
export LEC_CHECK = 1
export CORE_AREA = 10 10 70 70
export DIE_AREA = 0 0 80 80
```
**design/flow/run.sh**
```bash
#!/bin/bash
# OpenROAD 26Q1-2900-gdf79404cd8, Yosys 0.63+post, stock flow scripts
make -C /OpenROAD-flow-scripts/flow DESIGN_CONFIG=/design/flow/config.mk WORK_HOME=/design/flow/orfs finish
```
**design/flow/design.v**
```verilog
module eq1
   (
    input wire i0, i1,
    output wire eq
   );
   wire p0, p1;
   assign p0 = ~i0 & ~i1;
   assign p1 = i0 & i1;
   assign eq = p0 | p1;
endmodule
module eq2
   (
    input  wire[1:0] a, b,
    output wire aeqb
   );
   wire e0, e1;
   eq1 eq_bit0_unit (.i0(a[0]), .i1(b[0]), .eq(e0));
   eq1 eq_bit1_unit (.eq(e1), .i0(a[1]), .i1(b[1]));
   assign aeqb = e0 & e1;
endmodule
module gt2
   (
    input  wire[1:0] a, b,
    output wire aeqb
   );
   wire e0, e1, e2, e3, e4, e5, e6, e7, e8;
	assign e0 = a[0] & ~b[1] & ~b[0];
	assign e1 = a[1] & ~b[1];
	assign e2 = a[1] & a[0] & ~b[0];
	assign e3 = e0 | e1 | e2;
   assign aeqb = e3;
endmodule
module gt_eq6
   (
    input  wire[5:0] a, b,
    output wire aeqb
   );
   wire e0, e1, e2, e3, e4, e5, e6, e7, e8;
	gt2 gt2_bit0_unit (.a(a[5:4]), .b(b[5:4]), .aeqb(e0));
	gt2 gt2_bit1_unit (.a(a[3:2]), .b(b[3:2]), .aeqb(e1));
	gt2 gt2_bit2_unit (.a(a[1:0]), .b(b[1:0]), .aeqb(e2));
	eq2 eq2_bit0_unit (.a(a[5:4]), .b(b[5:4]), .aeqb(e3)); 
	eq2 eq2_bit1_unit (.a(a[3:2]), .b(b[3:2]), .aeqb(e4)); 
	eq2 eq2_bit2_unit (.a(a[1:0]), .b(b[1:0]), .aeqb(e5)); 
	assign e6 = e3 & e4 & e5;
	assign e7 = e2 & e3 & e4;
	assign e8 = e1 & e3;	
   assign aeqb = e0 | e6 | e7 | e8;   
endmodule
```
==> flow_metrics.env <==
# yosys + openroad results
export IMPL_yosys_area_um2=145
export IMPL_most_common_layout_cells="5 x clkdlybuf4s50_1, 4 x inv_1, 3 x xnor2_1"
export IMPL_synth_seq_share=0
export IMPL_synth_top_area_share=0.259
export IMPL_area_leaders="ha_1 26%, xnor2_1 18%, inv_1 13%, nand2b_1 8.6%, a221o_1 6.9%"
export IMPL_end_kind="primary output"
export IMPL_fp_util=0.0425
export IMPL_synth_stat_cells=20
export IMPL_avgSynthCellArea_um2=7.26
export IMPL_fin_crit_sh=0.977
export IMPL_final_util=0.101
export IMPL_ant_nets=0
export IMPL_ys_types=11
export IMPL_viasPerCell=2.28
export IMPL_status="completed"
export IMPL_grt_max_degree=3
export IMPL_rsz0062_at_grt="true"
export IMPL_antenna_cells=0
export IMPL_peakVddDrop_mv=0.0245
export IMPL_tightest_slew_ns=0.204
export IMPL_hold_slack_ns=1.32
export IMPL_drt_first_pass_iters=1
export IMPL_pre_cts_ws_ns=-0.750
export IMPL_warnings=33
export IMPL_fp_dieH_um=80
export IMPL_io_pins=13
export IMPL_design_core_area_um2=3420
export IMPL_grtUsageMet2=0.0273
export IMPL_syn2layout_area_growth_pct=138
export IMPL_grt_busiest_layer="met2"
export IMPL_worst_setup_path_start_kind="input port"
export IMPL_hold_buffers=0
export IMPL_nClkBuffers=0
export IMPL_avgRoutedWirePerCell_um=7.43
export IMPL_grt_pass1_wl_um=938
export IMPL_synth_area_um2=145
export IMPL_final_common_cell="clkdlybuf4s50_1"
export IMPL_finalSetupViolCount=0
export IMPL_hold_violations=0
export IMPL_setup_slack_ns=0.0434
export IMPL_synth_yosys_warnings=0
export IMPL_met1_usage=0.0198
export IMPL_crit_path_max_incr_delay_ns=0.33
export IMPL_register_area_um2=0
export IMPL_dp_final_hpwl_um=524
export IMPL_use_met3=0.0136
export IMPL_slew_limit_headroom=0.864
export IMPL_p_leak_nw=0.152
export IMPL_drt_iter0_markers=0
export IMPL_die_w_um=80
export IMPL_yosysTopAreaCell="ha_1"
export IMPL_postSynthCellCount=20
export IMPL_grt_pass1_vias=186
export IMPL_io_buffer_count=13
export IMPL_antenna_found_initial=0
export IMPL_worstPathMaxFanout=2
export IMPL_grt_overflow=0
export IMPL_fmax_mhz=539
export IMPL_vias=180
export IMPL_maxSlewViolCount=0
export IMPL_rows=21
export IMPL_fillers=403
export IMPL_grt_util_all_layers=0.0175
export IMPL_crit_chain="buf_8 -> inv_4 -> ha_4 -> a221o_1 -> a311oi_2 -> o21ai_1 -> buf_2"
export IMPL_wl_um=587
export IMPL_drive_gt1_frac=0.242
export IMPL_cap_violations=0
export IMPL_finalPower_mw=0.0594
export IMPL_dieArea_um2=6400
export IMPL_n_sequential_cell=0
export IMPL_drc=0
export IMPL_period_minus_slack_ns=1.86
export IMPL_power_density_nw_per_um2=172
export IMPL_hold_path_class="in2out"
export IMPL_required_ns=1.52
export IMPL_cp_arrival_ns=1.48
export IMPL_routabilityCongestion=0.696
export IMPL_slowest_stage="a221o_1"
export IMPL_critPathKind="in2out"
export IMPL_postCtsSetupBuffers=0
repair_timing:
action                                  CTS  global route
endpoints found under the setup margin    1             1
pin swaps                                 6             5
endpoints found under the hold margin     0             0
resized                                  21             6
layout make-up:
cell class | count | area (um2) | share of cell area
multi-input combinational | 15 | 145 | 0.420
timing repair buffer | 13 | 121 | 0.351
tap | 46 | 57.6 | 0.167
inverter | 5 | 21.3 | 0.0616
metrics by stage:
stage | instances | cell area, um2 | TNS (ns)
after global placement | 79 | 333 | -0.747
after detailed placement | 79 | 333 | -0.750
after global routing | 79 | 345 | -0.0300
after CTS | 79 | 343 | 0
final | 79 | 345 | 0
after floorplan | 20 | 145 | 0
critical path: cells and delay by family:
kind / cells / cell delay [ns]
adder cells (fa/ha/maj): 1 / 0.18
AND-OR/OR-AND: 3 / 0.66
buffers and inverters: 3 / 0.25
report_power, final:
| part | leakage (nW) | switching [mW] | total [mW] | internal (mW) |
|---|---|---|---|---|
| combinational | 0.152 | 0.0213 | 0.0594 | 0.0382 |
| clock | 0 | 0 | 0 | 0 |
| sequential | 0 | 0 | 0 | 0 |
worst paths after layout:
kind                  startpoint  endpoint  slack, ns  cells after the start
worst max-delay path        b[1]      aeqb       0.04                      7
worst min-delay path        b[2]      aeqb       1.32                      5
Yosys cell counts:
cell type / n
o211a_1: 1
xnor2_1: 3
a221o_1: 1
a311oi_1: 1
a31oi_1: 1
inv_1: 5
nor2b_1: 1
nand2b_1: 2
o21ai_1: 1
nand2_1: 1
ha_1: 3
logic make-up after synthesis:
logic type	Yosys count	synth area share
compound gates	5	0.276
xor+xnor	3	0.181
fa+ha+maj	3	0.259
buf+inv	5	0.129
simple gates	4	0.155
metal layers:
layer / wire length, um / up-vias / share of wire
li1: - / 95 / -
met1: 233 / 76 / 0.40
met2: 237 / 9 / 0.40
met3: 117 / 0 / 0.20
met4: 0 / 0 / 0
met5: 0 / - / 0
No activity file was given, so power comes from the tool's default toggle rates.
