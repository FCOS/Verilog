--- flow/config.mk ---
export PLATFORM = sky130hd
export DESIGN_NAME = GTE_6bit
export DESIGN_NICKNAME = GTE_6bit
export VERILOG_FILES = /design/flow/design.v
export SDC_FILE = /design/flow/constraint.sdc
export NUM_CORES = 4
export LEC_CHECK = 1
export CORE_AREA = 10 10 70 70
export DIE_AREA = 0 0 80 80
--- flow/constraint.sdc ---
current_design GTE_6bit

set clk_period 1.4
set clk_io_pct 0.2

create_clock -name clk0 -period $clk_period

set non_clock_inputs [all_inputs -no_clocks]
set_input_delay [expr $clk_period * $clk_io_pct] -clock clk0 $non_clock_inputs
set_output_delay [expr $clk_period * $clk_io_pct] -clock clk0 [all_outputs]
--- flow/design.v ---
`timescale 1ns / 1ps
module GTE_6bit(
    input [5:0] A,
    input [5:0] B,
    output [5:0] X
    );
   wire e0, e1, e2, e3, e4, e5, e6, e7, e8;
	gt2 gt2_bit0_unit (.a(A[5:4]), .b(B[5:4]), .aeqb(e0));
	gt2 gt2_bit1_unit (.a(A[3:2]), .b(B[3:2]), .aeqb(e1));
	gt2 gt2_bit2_unit (.a(A[1:0]), .b(B[1:0]), .aeqb(e2));
	eq2 eq2_bit0_unit (.a(A[5:4]), .b(B[5:4]), .aeqb(e3)); 
	eq2 eq2_bit1_unit (.a(A[3:2]), .b(B[3:2]), .aeqb(e4)); 
	eq2 eq2_bit2_unit (.a(A[1:0]), .b(B[1:0]), .aeqb(e5)); 
	assign e6 = e3 & e4 & e5;
	assign e7 = e2 & e3 & e4;
	assign e8 = e1 & e3;	
   assign X[0] = e0 | e6 | e7 | e8;
	assign X[5:1] = 0;
endmodule
module eq1
   (
    input wire i0, i1,
    output wire eq
   );
   wire p0, p1;
   assign p0 = ~i0 & ~i1;
   assign p1 = i0 & i1;
   assign eq = p0 | p1;
endmodule
module eq2
   (
    input  wire[1:0] a, b,
    output wire aeqb
   );
   wire e0, e1;
   eq1 eq_bit0_unit (.i0(a[0]), .i1(b[0]), .eq(e0));
   eq1 eq_bit1_unit (.eq(e1), .i0(a[1]), .i1(b[1]));
   assign aeqb = e0 & e1;
endmodule
module gt2
   (
    input  wire[1:0] a, b,
    output wire aeqb
   );
   wire e0, e1, e2, e3, e4, e5, e6, e7, e8;
	assign e0 = a[0] & ~b[1] & ~b[0];
	assign e1 = a[1] & ~b[1];
	assign e2 = a[1] & a[0] & ~b[0];
	assign e3 = e0 | e1 | e2;
   assign aeqb = e3;
endmodule
--- flow/run.sh ---
#!/bin/bash
# OpenROAD 26Q1-2900-gdf79404cd8, Yosys 0.63+post, stock flow scripts
make -C /OpenROAD-flow-scripts/flow DESIGN_CONFIG=/design/flow/config.mk WORK_HOME=/design/flow/orfs finish
==> ci_impl_report.md <==
### Yosys + OpenROAD results

| Metric | Value |
|---|---|
| Status | finished, violations left |
| Failing checks | negative setup slack |
| CP Data Arrival Time | 1.35 ns |
| Post-route DRC | 0 |
| Area of the core | 3420 um2 |
| Worst Path Max Fanout | 2 |
| Largest net degree at the start of global routing | 3 |
| First-pass GRT wire length | 1020 um |
| Max cap viols | 0 |
| Initial DRC Count | 0 |
| Crit Path Class | primary input to output pin |
| Dominant cell type by area after synthesis | buf_4 |
| Final Max Tran Viols | 0 |
| Startpoint types | primary input |
| Antenna violations before repair | 0 |
| HP Start | B[5] |
| Vias in the first global route | 217 |
| Final instance area | 373 um2 |
| Share of cells above drive strength 1 | 0.211 |
| PwrDens | 219 nW/um2 |
| First-pass DRT Iterations | 1 |
| Final worst-path cycle share | 1.16 |
| IO Count | 18 |
| Diode count | 0 |
| Post-synthesis cell type count | 13 |
| Seq/Total Area, Yosys | 0 |
| Die footprint | 6400 um2 |
| Tool warnings | 34 |
| Mapped Area | 186 um2 |
| Site Rows | 21 |
| # fillers | 409 |
| ANT nets after route | 0 |
| Register area | 0 um2 |
| Achievable Freq | 0.615 GHz |
| Complex Gates by Area | 0.215 |
| Main logic family | buffers and inverters |
| Critical Path RT | 1.12 ns |
| Mapped Cells | 26 |
| Synth top area share | 0.201 |
| Die width | 80 um |
| WHS Path Cells | 5 |
| Wire per inst | 7.89 um |
| Final hold violation count | 0 |
| GR Util All Layers | 0.0194 |
| Top cell excl fill/tap | conb_1 |
| Seq_cells | 0 |
| Yosys simple share | 0.121 |
| Hold endpoint | X[0] |
| Met1 Use GR | 0.0237 |
| Most common logic cells in the final layout | conb_1, inv_1, dlymetal6s2s_1 |
| P_leak | 0.194 nW |
| Unrepaired setup endpoints after global routing | yes |
| Adder Share, Synth | 0.201 |
| Met3 Use GR | 0.0114 |
| IO Port Bufs | 13 |
| Via count | 192 |
| Area Growth Syn to Fin | 100% |
| Final worst path period need | 1.63 ns |
| Post-DP HPWL | 584 um |
| Ys cells | 26 |
| Yosys Chip Area | 186 um2 |
| Worst Hold Class | primary input to output pin |
| Core Util at FP | 0.0546 |
| Setup ws final | -0.227 ns |
| Finish-stage setup viols | 1 |
| Avg Inst Size Synth | 7.17 um2 |
| Synth Area in XOR/XNOR | 0.141 |
| Placed Area | 352 um2 |
| Die height | 80 um |
| Layout clock buffers | 0 |
| Detailed Route WL | 663 um |
| Multiplexer share | 0 |
| GRT Residual Overflow | 0 |
| Ys Warns | 0 |
| DR vias/cell | 2.29 |
| Met2 usage | 0.0305 |
| Peak VDD IR | 0.0317 mV |
| GRT Max-Usage Layer | met2 |
| Final Util | 0.109 |
| GP Congestion | 0.612 |
| Top cells by area, synth | buf_4, ha_1, xnor2_1, inv_1, nand2b_1 |
| Worst Setup End Kind | output pin |
==> critical path, cell delays in order <==
cell and delay, ns:
buf_8 0.10, inv_4 0.04, ha_4 0.18, a221o_1 0.33, a311oi_2 0.21, o21ai_1 0.08
buf_2 0.11
==> metrics by stage <==
step           power [mW]  hold WS, ns  setup WS [ns]  setup TNS (ns)  cells
2_1_floorplan      0.0394        0.639        0.00913               0     30
3_3_place_gp       0.0788         1.62          -1.00           -1.00     84
3_5_place_dp       0.0803         1.63          -1.01           -1.01     84
4_1_cts            0.0821         1.20         -0.320          -0.320     84
5_1_grt            0.0916         1.05         -0.267          -0.267     84
6_report           0.0815        0.998         -0.227          -0.227     84
==> worst max path at each step <==
| stage | start | to | slack, ns | cells past startpoint |
|---|---|---|---|---|
| 5_1_grt | B[1] | X[0] | -0.27 | 7 |
| 4_1_cts | B[1] | X[0] | -0.32 | 7 |
| 6_report | B[1] | X[0] | -0.23 | 7 |
==> timing repair <==
| item | 4_1_cts | 5_1_grt |
|---|---|---|
| setup buffers | 0 | 0 |
| endpoints found under the setup margin | 1 | 1 |
| hold buffers | 0 | 0 |
| gates resized | 21 | 9 |
| pin swaps | 6 | 5 |
==> power by group <==
group          leakage [nW]  switching, mW  internal [mW]  total [mW]
Sequential                0              0              0           0
Clock                     0              0              0           0
Combinational         0.194         0.0298         0.0517      0.0815
==> cell families (layout without fill, tap and decap cells) <==
group / Yosys count / after routing
buffers and inverters: 10 / 18
AOI/OAI and AO/OA: 5 / 5
adders and majority gates: 3 / 3
xor gates and xnor gates: 3 / 3
other: 1 / 5
and+or+nand+nor: 4 / 4
==> layer usage <==
layer	part of all wire	routed length [um]	up-vias
met5	0	0	-
met1	0.43	282	81
met2	0.47	310	10
met3	0.11	70	0
li1	-	-	101
met4	0	0	0
==> cell usage after synthesis, drive strengths merged <==
master  number
buf          5
inv          5
ha           3
xnor2        3
nand2b       2
a221o        1
a311oi       1
a31oi        1
conb         1
nand2        1
nor2b        1
o211a        1
o21ai        1
==> cell type report <==
cell class / instances / area [um2] / share of cell area
multi-input combinational: 20 / 164 / 0.440
timing repair buffer: 13 / 130 / 0.349
inverter: 5 / 21.3 / 0.0570
tap: 46 / 57.6 / 0.154
Power is estimated from default activity; no workload was simulated.
