==> design/flow/run.sh <==
#!/bin/bash
# OpenROAD 26Q1-2900-gdf79404cd8, Yosys 0.63+post, stock flow scripts
make -C /OpenROAD-flow-scripts/flow DESIGN_CONFIG=/design/flow/config.mk WORK_HOME=/design/flow/orfs finish
==> design/flow/config.mk <==
export PLATFORM = sky130hd
export DESIGN_NAME = LFSB
export DESIGN_NICKNAME = LFSB
export VERILOG_FILES = /design/flow/design.v
export SDC_FILE = /design/flow/constraint.sdc
export NUM_CORES = 4
export LEC_CHECK = 1
export CORE_AREA = 10 10 74 74
export DIE_AREA = 0 0 84 84
==> design/flow/constraint.sdc <==
current_design LFSB

set clk_period 1.5
set clk_io_pct 0.2

create_clock -name clk0 -period $clk_period [get_ports {clk}]

set non_clock_inputs [all_inputs -no_clocks]
set_input_delay [expr $clk_period * $clk_io_pct] -clock clk0 $non_clock_inputs
set_output_delay [expr $clk_period * $clk_io_pct] -clock clk0 [all_outputs]
==> design/flow/design.v <==
`timescale 1ns / 1ps
module LFSB(
    input wire clk,
    input wire reset,
	 output wire lfsr_out,
	 output wire max_tick,
	 output wire [15:0] num_ones,
	 output wire [15:0] num_zeroes
    );
	localparam seed = 16'b1011010011110011;
	reg [15:0] lfsr_reg;  
	reg [15:0] lfsr_next;  
	reg lfsr_tap;  
	reg [15:0] num_1;  
	reg [15:0] num_0;  
	initial  
	begin
	num_0 = 15'b0;
	num_1 = 15'b0;
	end
	always @(negedge max_tick)  
	begin
		num_0 = 15'b0;
		num_1 = 15'b0;
	end
	always @(posedge clk, posedge reset)
		if(reset)  
		lfsr_reg <= seed;
		else
		begin
			if(lfsr_out)  
			num_1 = num_1 + 1;
			else			 
			num_0 = num_0 + 1;
		lfsr_reg <= lfsr_next;  
		end
	always @*
		begin
		lfsr_tap = lfsr_reg[3] ~^ lfsr_reg[12] ~^ lfsr_reg[14] ~^ lfsr_reg[15];  
		lfsr_next = {lfsr_reg[14:0], lfsr_tap};  
		end
	assign max_tick = {lfsr_reg == seed} ? 1'b1 : 1'b0;
	assign lfsr_out = lfsr_reg[15];
	assign num_ones = num_1;
	assign num_zeroes = num_0;
endmodule
==> flow_metrics.env <==
# implementation run metrics
export IMPL_routability_driven_placement_congestion_ratio=0.7929
export IMPL_final_setup_tns_ns=-0.09479
export IMPL_met3_wirelength_um=114
export IMPL_part_of_the_yosys_area_used_for_sequential_elements=0.5584
export IMPL_timing_worst_setup_path_type="reg2out"
export IMPL_drt_pass1_iterations=2
export IMPL_buffer_ports_inserted=3
export IMPL_clk_path_buf_depth=2
export IMPL_core_util_floorplan=0.1862
export IMPL_fin_worst_skew_ns=0.001866
export IMPL_place_worst_setup_slack_ns=-0.2326
export IMPL_postLayoutSetupSlackWorst_ns=-0.09479
export IMPL_grt_pass1_wl_um=1966
export IMPL_numClockSinks=16
export IMPL_synth_cell_types=9
export IMPL_grt_setup_unrepaired="yes"
export IMPL_design_portCount=36
export IMPL_number_of_global_route_vias_before_repair=398
export IMPL_post_route_drc_count=0
export IMPL_final_util=0.2086
export IMPL_p_per_area_mw_per_mm2=984.7
export IMPL_flops_out_of_synthesis=16
export IMPL_die_width_um=84
export IMPL_crit_path_cell_trace="nand4bb_1 > nor4_2 > buf_2"
export IMPL_synthCells=58
export IMPL_antenna_found_initial=0
export IMPL_yosysWarnings=65
export IMPL_via_per_inst=2.659
export IMPL_final_hold_worst_slack_ns=0.3636
export IMPL_cp_max_fo=2
export IMPL_crit_path_end_kind="primary output"
export IMPL_violations_in_the_final_reports="setup timing"
export IMPL_detail_route_iter0_violations=13
export IMPL_cts_bufs_inserted=3
export IMPL_power_static_leakage_nw=0.3920
export IMPL_critPathTopFamily="flip-flops"
export IMPL_run_status="finished, violations left"
export IMPL_number_of_flip_flops_under_the_largest_register_name=16
export IMPL_mux_share=0
export IMPL_post_synth_instance_area_um2=739.5
export IMPL_hold_buffers=0
export IMPL_grt_start_max_net_pins=17
export IMPL_report_final_setup_viol=1
export IMPL_power_ir_vdd_worst_v=0.0003366
export IMPL_drt_met1_wl_um=547
export IMPL_critical_path_required_ns=1.20
export IMPL_openroad_warnings=27
export IMPL_fp_dieArea_mm2=0.007056
export IMPL_chipHeight_um=84
export IMPL_cts_root_buf="clkbuf_8"
export IMPL_route_final_wire_length_um=1185
export IMPL_cell_with_the_largest_stage_delay_on_the_worst_path="dfstp_2"
export IMPL_core_region_area_mm2=0.003971
export IMPL_min_path_type="in2async"
export IMPL_route_antenna_diode_count=0
export IMPL_clkLatencyLatePin_ns=0.24
export IMPL_htreeDepth=1
export IMPL_timing_critical_path_buf_inv=1
export IMPL_drt_antenna_violating_nets=0
export IMPL_final_max_slew_viol_count=0
export IMPL_clkTransAtPathRegs_ns=0.06
export IMPL_p_comb_frac=0.021
export IMPL_met2_length_um=523
export IMPL_period_utilisation_layout=1.063
export IMPL_post_route_cells_drive_above_1_share=0.3425
export IMPL_synth_yosys_num_cells=58
export IMPL_synthAoiAreaFrac=0
export IMPL_power_share_sequential=0.531
export IMPL_dp_final_hpwl_um=983.8
export IMPL_critical_path_arrival_ns=1.29
export IMPL_avgSynthCellArea_um2=12.75
export IMPL_clockPowerShare=0.448
export IMPL_power_switching_share=0.1790
export IMPL_cp_start_kind="register"
export IMPL_routed_wire_length_per_instance_um=9.634
export IMPL_tritoncts="yes"
export IMPL_final_hold_viol_count=0
export IMPL_ys_area_um2=739.5
export IMPL_synth_cellmix_simpleShare=0.07107
export IMPL_drv_cap=0
export IMPL_track_usage=0.03544
export IMPL_yosys_area_share_xor_xnor=0.03553
export IMPL_synth_adder_area_share=0
export IMPL_achievable_frequency_ghz=0.6270
export IMPL_cell_internal_pwr_uw=669.6
export IMPL_syn2layout_area_growth_pct=12.01
export IMPL_grt_ovfl_total=0
export IMPL_top_layer_used="met3"
export IMPL_design_power_total_uw=815.6
export IMPL_netSwitchingPower_uw=146.0
export IMPL_num_vias=327
export IMPL_synth_logic_top_family="buffers and inverters"
export IMPL_finalCriticalPeriod_ns=1.595
export IMPL_placement_rows=23
export IMPL_delay_contributed_by_the_slowest_stage_of_the_critical_path_ns=0.54
## placed cells by master, fill, tap and decap left out
| master | instances |
|---|---|
| dfstp_2 | 10 |
| nand4bb_1 | 2 |
| buf_6 | 1 |
| clkdlybuf4s50_1 | 1 |
| conb_1 | 32 |
| clkbuf_8 | 4 |
| dfrtp_1 | 6 |
| inv_1 | 1 |
| nand4b_1 | 2 |
| buf_4 | 8 |
| xnor2_1 | 3 |
| dlygate4sd2_1 | 1 |
| buf_2 | 1 |
| nor4_2 | 1 |
## layer usage
metal,up-vias,GRT usage
li1,152,-
met1,156,0.04358
met2,19,0.05296
met3,0,0.02461
met4,0,0
met5,-,0
## cell families after synthesis
kind of cell	count (synthesis)
AND/OR/NAND/NOR	5
buffers and inverters	33
XOR/XNOR	3
flip-flops	16
other	1
## power groups by stage
stage / clock network [mW] / logic, mW / registers [mW]
CTS: 0.374 / 0.0210 / 0.433
global route: 0.395 / 0.0261 / 0.433
finish: 0.365 / 0.0174 / 0.433
## worst paths after layout
path | startpoint | to | slack, ns | cells after the start
setup / recovery | lfsr_reg[12] | max_tick | -0.09 | 3
hold / removal | reset | lfsr_reg[11] | 0.36 | 3
setup reg to reg | lfsr_reg[15] | lfsr_reg[0] | 0.46 | 4
hold reg to reg | lfsr_reg[5] | lfsr_reg[6] | 0.36 | 0
max in group asynchronous | reset | lfsr_reg[1] | 0.89 | 3
min in group clk0 | lfsr_reg[5] | lfsr_reg[6] | 0.36 | 0
## area by class of cell
| class | count | area [um2] |
|---|---|---|
| Tap cell | 50 | 62.56 |
| Fill cell | 426 | 3143 |
| Multi-Input combinational cell | 40 | 198.9 |
| Clock buffer | 4 | 55.05 |
| Inverter | 1 | 3.754 |
| Sequential cell | 16 | 412.9 |
| Timing Repair Buffer | 12 | 95.09 |
## cell usage after synthesis
cell type,count,area [um2]
dfstp_2,10,262.8
nand4bb_1,2,22.52
conb_1,1,3.750
nand4b_1,2,17.52
nor4_2,1,12.51
buf_4,32,240.2
inv_1,1,3.750
dfrtp_1,6,150.1
xnor2_1,3,26.28
## worst reg2reg max path, cell delays in order (launching register included)
cell	delay [ns]
dfstp_2	0.54
buf_6	0.09
buf_4	0.09
xnor2_1	0.12
xnor2_1	0.13
## stage by stage
stage,instances,cell area (um2)
floorplan,89,855.8
global placement,118,768.2
detailed placement,118,768.2
CTS,123,828.3
global route,123,828.3
finish,123,828.3
## what timing repair did
action                                  CTS  global route
pin swaps                                 1             0
resized                                   5             0
endpoints found under the setup margin    2             1
setup buffers                             1             0
Power figures rest on the tool's default switching activity, not on a simulated workload.
